### flow/config.mk
export PLATFORM = sky130hd
export DESIGN_NAME = shift_register
export DESIGN_NICKNAME = shift_register
export VERILOG_FILES = /design/flow/design.v
export SDC_FILE = /design/flow/constraint.sdc
export NUM_CORES = 4
export LEC_CHECK = 1
export CORE_AREA = 10 10 70 70
export DIE_AREA = 0 0 80 80
### flow/constraint.sdc
current_design shift_register

set clk_period 1.6
set clk_io_pct 0.2

create_clock -name clk0 -period $clk_period [get_ports {clk}]

set non_clock_inputs [all_inputs -no_clocks]
set_input_delay [expr $clk_period * $clk_io_pct] -clock clk0 $non_clock_inputs
set_output_delay [expr $clk_period * $clk_io_pct] -clock clk0 [all_outputs]
### flow/run.sh
#!/bin/bash
# OpenROAD 26Q1-2900-gdf79404cd8, Yosys 0.63+post, stock flow scripts
make -C /OpenROAD-flow-scripts/flow DESIGN_CONFIG=/design/flow/config.mk WORK_HOME=/design/flow/orfs finish
### flow/design.v
module shift_register
	#(
	parameter SIZE = 8
	)(
	input logic clk,
	input logic rst_n,
	input logic load,
	input logic en,
	input logic serIn,
	input logic [SIZE-1:0] dataIn,
	output logic [SIZE-1:0] dataOut,
	output logic serOut
	);
    logic [SIZE-1:0] dataFF;
	always_ff @(posedge clk or negedge rst_n) begin
		if (!rst_n) begin
			dataFF <= {SIZE{1'b0}};
		end else begin
			if (load) begin
				dataFF <= dataIn;
			end
			if (en) begin
				dataFF <= {dataFF[SIZE-2:0], serIn};
			end
		end
	end
    always_comb begin
        dataOut = dataFF;
        serOut = dataFF[SIZE-1];
    end
endmodule
==> CHANGELOG.md <==
## Flow update

- Status: completed
- Clock latency on the worst-skew pair: between 200 and 300 ps
- FMAX: 698 MHz
- Logic area: roughly 150 sq um
- Startpoint types: flop
- Max FO, Critical Path: 3
- Mapped Area: roughly 380 sq um
- Net Switching: approximately 120 uW
- Remaining Overflow, GRT: 0
- Top cell type's share of synthesized area: 0.526
- Register Area: between 200 and 250 sq um
- Total die size: about 6400 sq um
- Reg2Reg Launch Point: dataFF[7]
- # diodes: 0
- Count of tool warnings: 25
- Unrepaired setup endpoints after global routing: false
- Vias in the first global route: between 300 and 400
- Internal power: between 400 and 500 uW
- CTS tree: yes
- CP Launch Point: dataFF[0]
- Via count of the routed design: between 300 and 400
- Max-slew headroom: 0.753
- Maxcap violations: 0
- Top cells by area: dfrtp_1 (53%), mux2i_1 (21%), o21ai_1 (11%)
- Switch share: 0.226
- DRC: 0
- CP Class: flop to output pin
- Slew Viols, Final: 0
- Initial antenna violation count: 0
- Worst-Margin Slew: 369 ps
- Crit-path leading delay family: buffers and inverters
- HPWL Detailed: 859 microns
- Mean Syn Cell Area: between 10 and 15 sq um
- Cell Type Count: 6
- Core Util at FP: 0.111
- CP bufs+invs: 1
- Leading area contributor after synthesis: dfrtp_1
- HP Class: input port to async pin
- Final core utilization: 0.192
- DRT Pass-1 Iters: 2
- Die y size: around 80 microns
- DRT iter0 DRCs: 3
- Peak supply drop: around 0.26 mV
- Req. time, crit path: between 1000 and 1500 ps
- IO Pins: 22
- Maximum number of pins on one net before global-route repair: 17
- Gr usage total: 0.0338
- Leak pwr: 0.275 nW
- CP max-delay cell: clkdlybuf4s50_1
- Setup TNS: 0 ps
- Post-CTS setup buffers: 0
- Skew final: 3.58 ps
- Power Density: around 800 nW/um^2
- Synth Instances: 35
- Vias per cell: around 3.1
- Ys flops: 8
- Row count: 21
- Top cells excl fill/tap: clkdlybuf4s50_1 (21), mux2i_1 (8), nand2_1 (8), o21ai_1 (8), dfrtp_1 (8)
- Final ANT Viol Nets: 0
- # clock sinks: 8
- Wirelength per Cell: about 10 microns
- Finished Cell Area: 656 sq um
- Comb power frac: 0.248
- Critical Path Sink Type: output pin
- Die W: 80 microns
- Final GP Congestion: 0.779
- Sequential Power Share: 0.471
- Global-route wire length before repair: 1660 microns
- Cells in synth_stat.txt: 35
- Clock share of power: 0.280
- Layout cells sized above 1: 0.0862
- Largest regs: dataFF (8)
- Finish-stage setup viols: 0
- CP arrival: about 1100 ps
- Hold Fails Final Rpt: 0
- Worst path cell trace: clkdlybuf4s50_1
- Post-CTS sizing: 0
- Tcrit/Tclk final: 0.896
- H-tree Lvls: 1
- CP max stage delay: about 480 ps
- Yosys warning total: 1
- Area growth, synth to finish: 72.4%
- Max reg flops: 8
- Chip Area, Yosys: 380 sq um
- Total CTS buffers: 3
- Min Tclk post-route: 1430 ps
- Most frequent logic cell in the layout: clkdlybuf4s50_1
- Placed cell area: ~630 sq um
- Hold-fix buffers, CTS: 0
- Largest Register: dataFF
- IO buf count: 21
- CTS root buffer: clkbuf_4
- Total core area: roughly 3400 sq um
- Clock tree buffer depth: 2
- Register area share after synthesis: 0.526
- Filler Cells Inserted: about 390
- Clk slew on worst S/H paths: roughly 50 ps
- Final wirelength: 1050 microns
==> kinds of logic after synthesis <==
| group | after synthesis | share of synthesized area |
|---|---|---|
| AND-OR/OR-AND | 8 | 0.105 |
| buffers and inverters | 3 | 0.0790 |
| flip-flops | 8 | 0.526 |
| multiplexers | 8 | 0.211 |
| AND/OR/NAND/NOR | 8 | 0.0790 |
==> routing by layer <==
metal | wire length (microns) | GRT usage | part of all wire | vias to the layer above
met2 | 351 | 0.0377 | 0.33 | 20
met1 | 510 | 0.0460 | 0.49 | 139
met3 | 190 | 0.0330 | 0.18 | 0
met5 | 0 | 0 | 0 | -
met4 | 0 | 0.00176 | 0 | 0
li1 | - | - | - | 166
==> power by group through the flow <==
stage	logic [mW]	registers, mW	clock network, mW
CTS	0.134	0.248	0.153
finish	0.131	0.248	0.147
global route	0.146	0.251	0.167
==> cell usage after synthesis <==
cell / count
buf_4: 1
dfrtp_1: 8
o21ai_1: 8
buf_6: 2
mux2i_1: 8
nand2_1: 8
==> metrics by stage <==
step / instances / setup slack (ps) / total power [mW] / hold WS, ps
3_3_place_gp: 101 / 241 / 0.382 / 502
4_1_cts: 104 / 161 / 0.535 / 355
3_5_place_dp: 101 / 220 / 0.383 / 510
5_1_grt: 104 / 107 / 0.564 / 358
2_1_floorplan: 35 / 804 / 0.287 / 24.4
6_report: 104 / 167 / 0.526 / 352
==> layout make-up <==
| type | instances | area share |
|---|---|---|
| sequential | 8 | 0.305 |
| clock buffer | 3 | 0.0344 |
| multi-input combinational | 24 | 0.229 |
| tap | 46 | 0.0878 |
| timing repair buffer | 23 | 0.344 |
==> worst paths after layout <==
path / cells past startpoint / slack, ps / end
min: 1 / 350 / dataFF[3]
min reg2reg: 2 / 520 / dataFF[3]
max reg2reg: 2 / 870 / dataFF[7]
min in group clk0: 2 / 520 / dataFF[3]
max in group asynchronous: 1 / 980 / dataFF[4]
max: 1 / 170 / dataOut[0]
Power is estimated from default activity; no workload was simulated.
