`design/flow/run.sh`:
```
#!/bin/bash
# OpenROAD 26Q1-2900-gdf79404cd8, Yosys 0.63+post, stock flow scripts
make -C /OpenROAD-flow-scripts/flow DESIGN_CONFIG=/design/flow/config.mk WORK_HOME=/design/flow/orfs finish
```
`design/flow/config.mk`:
```
export PLATFORM = sky130hd
export DESIGN_NAME = decoder38
export DESIGN_NICKNAME = decoder38
export VERILOG_FILES = /design/flow/design.v
export SDC_FILE = /design/flow/constraint.sdc
export NUM_CORES = 4
export LEC_CHECK = 1
export CORE_AREA = 10 10 70 70
export DIE_AREA = 0 0 80 80
```
`design/flow/constraint.sdc`:
```
current_design decoder38

set clk_period 1.0
set clk_io_pct 0.2

create_clock -name clk0 -period $clk_period

set non_clock_inputs [all_inputs -no_clocks]
set_input_delay [expr $clk_period * $clk_io_pct] -clock clk0 $non_clock_inputs
set_output_delay [expr $clk_period * $clk_io_pct] -clock clk0 [all_outputs]
```
`design/flow/design.v`:
```
module decoder38 (
	input logic [2:0] dataIn,
	output logic [7:0] oneHot,
	output logic [7:0] oneCold
	);
	logic [7:0] dataOut;
	always_comb begin
		case (dataIn)
			3'b000:			dataOut = 8'h01;
			3'b001:			dataOut = 8'h02;
			3'b010:			dataOut = 8'h04;
			3'b011:			dataOut = 8'h08;
			3'b100:			dataOut = 8'h10;
			3'b101:			dataOut = 8'h20;
			3'b110:			dataOut = 8'h40;
			3'b111:			dataOut = 8'h80;            
			default: 		dataOut = 8'h0;
		endcase
	end
	assign oneHot = dataOut;
	assign oneCold = ~dataOut;
endmodule
```
==> out/metrics.csv <==
stage;metric;value;unit
outcome;status;finished, violations left;
outcome;failed_checks;negative setup slack;
cells_and_area;areaGrowthSynthToFinish;223;%
global_route;grt_max_degree;8;
synth;yosys.cell_types.count;9;
cells_and_area;seqCellArea;0;µm²
detailed_routing;dr.max_layer_used;met3;
detailed_routing;via_per_inst;2.69;
synth;topCellsByArea;nor3b_2 24%, and3b_1 17%, or3b_1 17%, buf_4 14%, nand3b_1 14%;
timing;setup_tns;-0.246;ns
synth;synth_top_area_share;0.238;
global_route;grt-ovfl-total;0;
timing;hold_viol;0;
pwr;p_total;162;µW
cells_and_area;ff_count;0;
detailed_routing;wl_met3;123;µm
pwr;peakVddDrop;0.151;mV
detailed_routing;wl_per_cell;9.31;µm
pwr;switching_share;0.325;
pwr;clkPwrFrac;0;
pwr;cellPowerDensity;318;nW/µm²
floorplanning;die_h;80;µm
floorplanning;core_area;3420;µm²
synth;ys_chip_area;158;µm²
timing;fin_ws;-0.0784;ns
detailed_routing;drcViolationCount;0;
flow_run;warning_count;34;
critical_path;setup.worst_path.start;dataIn[2];
timing;slew_headroom;0.916;
floorplanning;io_pins;19;
timing;rsz0062_at_grt;yes;
worst_hold_path;min_path_type;in2out;
detailed_routing;met1_length;576;µm
detailed_routing;dr_total_vias;258;
worst_hold_path;min_path_cells;3;
global_route;grt_util_all_layers;0.0282;
synth;avgSynthCellArea;8.30;µm²
critical_path;cp_max_fo;4;
clock_network;hold_buffers;0;
detailed_routing;drt_first_iter_violations;3;
flow_run;max_cap_viol_count;0;
cells_and_area;layout_top_cell;buf_6;
pwr;pwr-share-comb;1.000;
cells_and_area;most-common-layout-cells;15 x buf_6, 13 x buf_2;
cells_and_area;nFillCells;390;
timing;tightest_slew;0.125;ns
timing;finalClockPeriodUsage;1.08;
critical_path;startpoint_type;input port;
pwr;p_sw;52.5;µW
place;post-place-ws;-0.813;ns
timing;fin_crit;1.08;ns
place;gp_congestion;0.741;
floorplanning;core.rowCount;21;
detailed_routing;drt-total-wl;894;µm
critical_path;path_class;in2out;
timing;setup_viol_count_final;10;
synth;yosys_warnings;1;
place;io_buffers;19;
synth;synth_area_leader_cell;nor3b_2;
global_route;grt_pass1_vias;277;
pwr;seqPwrFrac;0;
detailed_routing;routed-wl-met2;193;µm
critical_path;worst-endpoint-required;0.80;ns
floorplanning;die_w;80;µm
pwr;internal_power;109;µW
synth;synth_area;158;µm²
critical_path;arrival;0.88;ns
detailed_routing;antenna_left;0;
detailed_routing;drtPass1Iterations;2;
global_route;antenna_found_initial;0;
detailed_routing;insertedDiodeCount;0;
cells_and_area;clock_buffers;0;
synth;yosys_cells;19;
timing;fmax;927;MHz
cells_and_area;drive_gt1_frac;0.780;
critical_path;end_kind;output port;
pwr;leakage;0.228;nW
synth;synth_seq_share;0;
global_route;grt_pass1_wl;1490;µm
timing;maxSlewViolCount;0;
critical_path;cp-endpoint;oneCold[1];
floorplanning;chip_area;6400;µm²
floorplanning;initCoreUtil;0.0462;
place;hpwl;574;µm
synth;netlist_instances;19;
## synthesized netlist by cell type, drive strengths merged
cell type / count
or3b: 3
and3: 1
nand3: 1
nand3b: 3
or3: 1
and3b: 3
buf: 3
nor3b: 3
nor3: 1
## final cells by class
| class | instances | area, µm² | area share |
|---|---|---|---|
| multi-input combinational | 16 | 150 | 0.295 |
| tap | 46 | 57.6 | 0.113 |
| timing repair buffer | 34 | 302 | 0.592 |
## critical path, stage by stage
cell and delay (ns):
buf_8 0.10, buf_6 0.10, or3b_1 0.35, buf_2 0.13
## per-stage QoR
step / instances / cell area [µm²] / hold WS (ns) / util
floorplan: 19 / 158 / 0.452 / -
global placement: 86 / 420 / 1.47 / 0.123
detailed placement: 86 / 420 / 1.48 / 0.123
CTS: 96 / 485 / 0.668 / 0.142
global route: 96 / 509 / 0.694 / 0.149
finish: 96 / 509 / 0.666 / 0.149
## power by group through the flow
stage | clock network [mW] | registers, mW | logic, mW
after CTS | 0 | 0 | 0.153
final | 0 | 0 | 0.162
after global routing | 0 | 0 | 0.178
## kinds of logic after synthesis
group	after synthesis	share of synthesized area
AND/OR/NAND/NOR	16	0.857
buffers and inverters	3	0.143
## how the worst min path moves through the flow
stage / start / endpoint / slack [ns]
4_1_cts: dataIn[0] / oneCold[2] / 0.67
5_1_grt: dataIn[0] / oneCold[2] / 0.69
6_report: dataIn[0] / oneCold[0] / 0.67
## what timing repair did
item	4_1_cts	5_1_grt
endpoints found under the setup margin	16	16
buffers inserted	8	1
gates cloned	2	0
resized	80	9
pin swaps	7	5
## layer usage
layer,global-route usage,vias up
met3,0.0136,0
li1,-,133
met5,0,-
met4,0,0
met1,0.0508,106
met2,0.0265,19
Power figures rest on the tool's default switching activity, not on a simulated workload.
