<file path="./run.sh">
#!/bin/bash
# OpenROAD 26Q1-2900-gdf79404cd8, Yosys 0.63+post, stock flow scripts
make -C /OpenROAD-flow-scripts/flow DESIGN_CONFIG=/design/flow/config.mk WORK_HOME=/design/flow/orfs finish
</file>
<file path="./config.mk">
export PLATFORM = sky130hd
export DESIGN_NAME = decoder416
export DESIGN_NICKNAME = decoder416
export VERILOG_FILES = /design/flow/design.v
export SDC_FILE = /design/flow/constraint.sdc
export NUM_CORES = 4
export LEC_CHECK = 1
export CORE_AREA = 10 10 70 70
export DIE_AREA = 0 0 80 80
</file>
<file path="./constraint.sdc">
current_design decoder416

set clk_period 1.6
set clk_io_pct 0.2

create_clock -name clk0 -period $clk_period

set non_clock_inputs [all_inputs -no_clocks]
set_input_delay [expr $clk_period * $clk_io_pct] -clock clk0 $non_clock_inputs
set_output_delay [expr $clk_period * $clk_io_pct] -clock clk0 [all_outputs]
</file>
<file path="./design.v">
module decoder416 (
	input logic [3:0] dataIn,
	output logic [15:0] oneHot,
	output logic [15:0] oneCold
	);
	logic [15:0] dataOut;
	always_comb begin
		case (dataIn)
			4'b0000:		dataOut = 16'h0001;
			4'b0001:		dataOut = 16'h0002;
			4'b0010:		dataOut = 16'h0004;
			4'b0011:		dataOut = 16'h0008;
            4'b0100:		dataOut = 16'h0010;
			4'b0101:		dataOut = 16'h0020;
			4'b0110:		dataOut = 16'h0040;
			4'b0111:		dataOut = 16'h0080;
            4'b1000:		dataOut = 16'h0100;
			4'b1001:		dataOut = 16'h0200;
			4'b1010:		dataOut = 16'h0400;
			4'b1011:		dataOut = 16'h0800;
            4'b1100:		dataOut = 16'h1000;
			4'b1101:		dataOut = 16'h2000;
			4'b1110:		dataOut = 16'h4000;
			4'b1111:		dataOut = 16'h8000;
			default: 		dataOut = 16'h0000;
		endcase
	end
	assign oneHot = dataOut;
	assign oneCold = ~dataOut;
endmodule
</file>
==> results.ini <==
[setup_path]
crit_type = in2out
crit_fanout = 9
cp-end-kind = output port
crit_chain = buf_12 -> buf_12 -> and4b_1 -> clkdlybuf4s50_1
crit_family = buffers and inverters
crit_cells = 4
cp_data_required_time_ps = 1280
start_kind = input pin
cp_slowest_cell = clkdlybuf4s50_1
crit_top_cell = buf_12
critPathArrivalTime_ps = 1250
slowest_delay_ps = 460
crit_buf_inv = 3

[floorplanning]
die_x_um = 80
ios = 36
die_area_mm2 = 0.00640
core_area_mm2 = 0.00342
num_rows = 21
die_h_um = 80
fp_util_pct = 12.2

[final_layout]
seqCellArea_um2 = 0
clkbuf_count = 0
seq_cell_count = 0
drive_gt1_share_pct = 46.1
final_cells = 135
syn2layout_area_growth_pct = 139
num-fill-cells = 354

[drt]
dr_total_vias = 570
wl_per_cell_um = 14.7
totalWireLength_mm = 1.98
diodes = 0
first_iter_violations = 11
via_per_inst = 4.22
ant_nets = 0
first_pass_iters = 2
route.detailed.drc = 0

[logic_synthesis]
ys_sh_xor_pct = 0
synth.logic.top_family = simple AND/OR/NAND/NOR gates
yosys-top-cells-count = nand4bb_1, buf_2
synth_area_per_cell_um2 = 9.44
synth_cell_type_count = 15
area_leaders = nand4bb_1, nor4b_2, and4bb_2
top_area_cell = nand4bb_1
ys_warn_count = 1
synthAoiAreaFrac_pct = 0
ys_cells = 44
synth_area_um2 = 415
yosys_area_um2 = 415
netlist_instances = 44
ys_sh_simple_pct = 82.2
yosysSeqAreaShare_pct = 0
mux_share_pct = 0
top_cell = nand4bb_1
yosys.area.top_type_share_pct = 16.3
ys_sh_adder_pct = 0

[global_route]
grt_pass1_vias = 549
grt_pass1_wl_mm = 3.08
antenna_found_initial = 0
grt_usage_pct = 5.91
grt_max_degree = 15
overflow = 0

[hold_path]
min_path_cells = 3
hp-class = in2out

[placed_design]
place_congestion = 0.688
dp_hpwl_mm = 1.36
dp_cells = 125
port_buffers = 36

[power]
pwr_density_cell_mw_per_mm2 = 183
irDropWorstVdd_v = 0.0000380
p_leak_nw = 0.413

[sta]
hold_violations = 0
slew_headroom_pct = 85.9
clock.fmax_mhz = 638
tns_ps = 0
fin_crit_ps = 1570
rsz0062_at_grt = no
final.period_utilization_pct = 98.0
setup_viol = 0
slew_viol_final = 0
worstMarginPinSlew_ps = 209

[run_status]
status = finished, final reports clean

[flow_run]
cap_violations = 0
warning_count = 32

[clock_network]
ctsHoldBuffers = 0

-- metrics by stage --
step	hold WS, ps	power [mW]	util [%]	instance area (µm²)	worst slack, ps
after global routing	949	0.197	29.0	992	3.82
final	933	0.182	29.0	992	32.2
after global placement	1730	0.146	25.8	880	-602
after floorplan	685	0.0643	-	415	373
after CTS	965	0.181	28.9	988	5.69
after detailed placement	1730	0.148	25.8	880	-646
-- kinds of logic after synthesis --
logic type,count (synthesis)
AND/OR/NAND/NOR,32
buffers and inverters,12
-- power by group --
part	switching, mW	total [mW]	internal, mW
logic	0.0656	0.182	0.116
clock network	0	0	0
registers	0	0	0
-- metal layers --
layer	track usage (%)	vias to the layer above	wire length (µm)
li1	-	280	-
met1	7.25	270	801
met2	9.23	20	894
met3	3.52	0	286
met4	0	0	0
met5	0	-	0
-- repair_timing --
action / 4_1_cts / 5_1_grt
pin swaps: 3 / 1
cloned: 4 / 0
endpoints found under the setup margin: 32 / 6
buffers inserted: 7 / 0
resized: 73 / 6
-- placed cells by master, fill, tap and decap left out --
cell type	instances
dlygate4sd2_1	22
buf_4	13
buf_6	7
nand4bb_1	6
and4b_1	4
and4bb_2	4
nor4b_2	4
nand4b_1	4
buf_12	4
buf_2	4
or4b_1	3
clkdlybuf4s15_1	3
nor4bb_1	2
nor4_4	1
or4b_4	1
or4_1	1
and4_1	1
nand4_1	1
bufbuf_16	1
buf_16	1
clkdlybuf4s50_1	1
clkbuf_2	1
-- path summary, 6_finish.rpt --
kind / start / to / slack, ps
hold / removal: dataIn[2] / oneCold[0] / 930
setup / recovery: dataIn[2] / oneHot[11] / 30
-- cell type report --
class                      count  area, µm²  share of cell area (%)
timing repair buffer          57        574                    57.9
tap                           46       57.6                    5.80
multi-input combinational     32        360                    36.3
Power and IR drop assume default switching activity.
